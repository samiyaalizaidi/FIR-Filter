## design/flow/run.sh

```bash
#!/bin/bash
# OpenROAD 26Q1-2900-gdf79404cd8, Yosys 0.63+post, stock flow scripts
make -C /OpenROAD-flow-scripts/flow DESIGN_CONFIG=/design/flow/config.mk WORK_HOME=/design/flow/orfs finish
```

## design/flow/constraint.sdc

```tcl
current_design filter

set clk_period 13.2
set clk_io_pct 0.2

create_clock -name clk0 -period $clk_period [get_ports {clock}]

set non_clock_inputs [all_inputs -no_clocks]
set_input_delay [expr $clk_period * $clk_io_pct] -clock clk0 $non_clock_inputs
set_output_delay [expr $clk_period * $clk_io_pct] -clock clk0 [all_outputs]
```

## design/flow/design.v

```verilog
`timescale 1ns / 1ps
module filter(
    clock,
    reset,
    Data_In,
    Data_Out
    );
    parameter taps        = 32;
    parameter num_bits    = 8;
    parameter input_size  = 8;
    parameter output_size = (2*num_bits) + 1;
    input clock,
          reset;
    input  [input_size - 1:0] Data_In;
    output [output_size - 1:0] Data_Out;
    parameter h0  = 8'b0000_0011;
    parameter h1  = 8'b0000_0010;
    parameter h2  = 8'b0000_0001;
    parameter h3  = 8'b0000_0000;
    parameter h4  = 8'b0000_0000;
    parameter h5  = 8'b0000_0000;
    parameter h6  = 8'b0000_0000;
    parameter h7  = 8'b0000_0000;
    parameter h8  = 8'b0000_0000;
    parameter h9  = 8'b0000_0000;
    parameter h10 = 8'b0000_0100;
    parameter h11 = 8'b0000_1100;
    parameter h12 = 8'b0001_0101;
    parameter h13 = 8'b0001_1110;
    parameter h14 = 8'b0010_0101;
    parameter h15 = 8'b0010_1001;
    parameter h16 = 8'b00101001;
    parameter h17 = 8'b0010_0101;
    parameter h18 = 8'b0001_1110;
    parameter h19 = 8'b0001_0101;
    parameter h20 = 8'b0000_1100;
    parameter h21 = 8'b0000_0100;
    parameter h22 = 8'b0000_0000;
    parameter h23 = 8'b0000_0000;
    parameter h24 = 8'b0000_0000;
    parameter h25 = 8'b0000_0000;
    parameter h26 = 8'b0000_0000;
    parameter h27 = 8'b0000_0000;
    parameter h28 = 8'b0000_0000;
    parameter h29 = 8'b0000_0001;
    parameter h30 = 8'b0000_0010;
    parameter h31 = 8'b0000_0011;
    reg [output_size - 1:0] FIR [1:taps-1];
    assign Data_Out = h0  * Data_In +
                      h1  * FIR[1]  +
                      h2  * FIR[2]  +
                      h3  * FIR[3]  +
                      h4  * FIR[4]  +
                      h5  * FIR[5]  +
                      h6  * FIR[6]  +
                      h7  * FIR[7]  +
                      h8  * FIR[8]  +
                      h9  * FIR[9]  +
                      h10 * FIR[10] +
                      h11 * FIR[11] +
                      h12 * FIR[12] +
                      h13 * FIR[13] +
                      h14 * FIR[14] +
                      h15 * FIR[15] +
                      h16 * FIR[16] +
                      h17 * FIR[17] +
                      h18 * FIR[18] +
                      h19 * FIR[19] +
                      h20 * FIR[20] +
                      h21 * FIR[21] +
                      h22 * FIR[22] +
                      h23 * FIR[23] +
                      h24 * FIR[24] +
                      h25 * FIR[25] +
                      h26 * FIR[26] +
                      h27 * FIR[27] +
                      h28 * FIR[28] +
                      h29 * FIR[29] +
                      h30 * FIR[30] +
                      h31 * FIR[31];
    integer i;
    always @ (posedge clock) begin
        if (reset) begin  
            for (i = 0; i <= taps; i = i + 1) FIR[i] <= 0; 
        end
        else begin
            FIR[1] <= Data_In;
            for (i = 2; i <= taps; i = i + 1) FIR [i] <= FIR[i - 1];
        end
    end                
endmodule
```

## design/flow/config.mk

```make
export PLATFORM = sky130hd
export DESIGN_NAME = filter
export DESIGN_NICKNAME = filter
export VERILOG_FILES = /design/flow/design.v
export SDC_FILE = /design/flow/constraint.sdc
export NUM_CORES = 4
export LEC_CHECK = 1
export CORE_UTILIZATION = 40
```

==> changes_impl.md <==
### Changed

- Number of global-route vias before repair: 10400
- Worst reg2reg startpoint: FIR[11][7]
- Post-synth EDFFs: 0
- # placed instances: 2135
- Critical Path End Type: output port
- Number of flip-flops in the largest register: 248
- Synth warn: 2
- Worst-path clk slew: 0.06 ns
- Global route total overflow: 0
- Power Density: 94.3 nW/um^2
- Post-synth top area share: 31.5%
- Final non-filler cell total: 2184
- Core area: 42000 um^2
- CTS tree: done
- Die Size: 43600 um^2
- Post-CTS Setup Bufs: 0
- Root buf cell: clkbuf_16
- Top cell by count, worst path: fa_1
- Ports: 27
- Fillers: 3874
- Critical-path cell list: clkdlybuf4s50_1, inv_1, fa_1, inv_1, fa_1, fa_1, fa_1, fa_1, fa_1, inv_1, fa_1, inv_1, fa_1, fa_1, ha_1, o21ai_0, o21ai_2, a21boi_0, o31ai_1, xor2_1, clkdlybuf4s50_1
- Routed wire length: 32900 um
- Largest cells by area: fa_1 31%, dfxtp_1 29%, ha_1 14%
- Placed Area: 18000 um^2
- HP Start: FIR[8][0]
- Finished Cell Area: 18900 um^2
- Reg with most FFs: FIR
- Commonest flop: dfxtp_1
- # diodes: 0
- H-tree depth: 1
- Routability congestion estimate: 1.02
- Min Tclk post-route: 12.72 ns
- DR pass1 iterations: 4
- Max FO, Critical Path: 4
- Crit path required time: 10.56 ns
- Max-cap viol count: 0
- Registers, synthesis: 248
- Worst Setup SP: Data_In[6]
- Post-Syn Area per Cell: 10.7 um^2
- Seq/Total Area, Yosys: 29.0%
- Number of standard cells reported by yosys: 1594
- Initial antenna violation count: 1
- Tcrit/Tclk final: 96.4%
- Final Max Tran Viols: 0
- Setup_tns: 0 ns
- Worst-margin pin slew: 0.766 ns
- Leakage: 9.03 nW
- DIE WIDTH: 209 um
- Die span in y: 209 um
- First-pass GRT wire length: 55000 um
- Final Hold Viols: 0
- Antenna viol nets, final: 0
- Pin count of the biggest net entering global routing: 131
- Clk Latency, worst-skew pair: 0.57 ns
- Vias per Instance: 4.40
- Hpwl dp: 26600 um
- Total track usage: 17.4%
- Log Warnings: 40
- Port bufs: 26
- CTS buffer count: 28
- Largest registers: FIR: 248 flops
- Initial Utilization: 40.7%
- Count leader, synth: inv_1
- Clock skew: 0.0250 ns
- Clock Path Buffers: 3
- Crit Path Class: in -> out
- Slew HR: 48.9%
- # rows: 75
- Peak VDD IR: 0.0910 mV
- Cts hold-fix bufs: 0
- DRC: 0
- Commonest cells post-synth: 412 x inv_1, 269 x fa_1, 248 x dfxtp_1
- Fraction of layout cells with a size suffix above 1: 3.28%
- Mapped Cells: 1594
- Slowest cell on crit path: fa_1
- Final Setup Violations: 0
- Worst path max stage delay: 0.54 ns
- Post-synth ARST share: 0%
- Fmax: 78.6 MHz
- Vias: 9614
- CP Data Arrival Time: 10.08 ns
- Post-Syn Area: 17100 um^2
- Post-CTS resize count: 0
- Syn-to-layout area delta: 10.6%
- Sink Count: 248
- Status: completed
- Chip Area, Yosys: 17100 um^2
- RSZ-0062 raised after global routing: no
- Unique cell types: 42
- Initial DRC count: 389
- Critical Path Start Type: primary input
- Cell type with the largest total area: fa_1
- WL per Instance: 15.1 um
- Hold WC Path Type: reg -> reg
per-stage QoR:
stage | total power, mW | setup WS [ns] | hold slack (ns) | utilization (%)
after floorplan | 0.922 | 1.82 | 0.414 | -
after global placement | 1.02 | 0.513 | 0.415 | 42.8
after detailed placement | 1.02 | 0.484 | 0.423 | 42.8
after CTS | 1.81 | 0.455 | 0.437 | 45.0
after global routing | 1.88 | 0.0380 | 0.447 | 45.0
final | 1.78 | 0.480 | 0.433 | 45.0
worst max-delay path: cells and delay by family:
kind                       cells  cell delay, ns
AOI/OAI and AO/OA              4            1.15
xor gates and xnor gates       1            0.22
adders and majority gates     10            4.78
buffers and inverters          6            1.28
layer usage:
layer	part of all wire, %	up-vias	track usage, %	wire length [um]
li1	-	4798	-	-
met1	44	4564	26.1	14400
met2	46	211	26.3	15200
met3	8.0	41	5.56	2610
met4	2.1	0	2.84	695
met5	0	-	0	0
worst paths after layout:
check             slack, ns  cells after the start      endpoint
hold reg to reg        0.43                      1     FIR[9][0]
hold / removal         0.43                      1     FIR[9][0]
setup / recovery       0.48                     21  Data_Out[12]
setup reg to reg      12.28                      1    FIR[12][7]
cells in the final DEF (no fill, tap or decap), types with 3 or more instances in the layout:
cell | Yosys | layout
inv_1 | 412 | 412
fa_1 | 269 | 269
dfxtp_1 | 248 | 248
ha_1 | 197 | 197
nor2b_1 | 184 | 184
nor2_1 | 87 | 87
clkbuf_16 | 0 | 28
clkdlybuf4s50_1 | 0 | 25
xor2_1 | 20 | 20
a21oi_1 | 17 | 17
nand2_1 | 17 | 17
a21o_1 | 16 | 16
o21ai_0 | 16 | 16
xnor2_1 | 15 | 15
o21a_1 | 7 | 7
a211oi_1 | 7 | 7
nor3_1 | 7 | 7
nand2b_1 | 6 | 6
clkbuf_8 | 0 | 6
clkbuf_1 | 27 | 5
clkinv_2 | 0 | 5
nand4_1 | 4 | 4
buf_4 | 0 | 4
o21bai_1 | 3 | 3
nand3_1 | 3 | 3
and3_1 | 3 | 3
bufinv_16 | 0 | 3
layout make-up:
cell class | instances | area (um^2) | area share, %
Multi-Input combinational cell | 906 | 10500 | 55.5
Clock buffer | 38 | 788 | 4.17
Clock inverter | 11 | 160 | 0.846
Tap cell | 539 | 674 | 3.56
Timing Repair Buffer | 30 | 294 | 1.55
Sequential cell | 248 | 4960 | 26.2
Inverter | 412 | 1550 | 8.17
report_power, final:
part           leakage [nW]  total [mW]  switching, mW  internal, mW
Sequential             2.00       0.754       0.000994         0.753
Clock                 0.461       0.790          0.314         0.476
Combinational          6.57       0.241          0.133         0.108
Total                  9.03        1.78          0.448          1.34
kinds of logic after synthesis:
logic type | count (synthesis) | share of synthesized area, %
adders and majority gates | 466 | 45.9
and+or+nand+nor | 314 | 9.91
AOI/OAI and AO/OA | 89 | 3.65
DFF | 248 | 29.0
buffers and inverters | 440 | 9.66
muxes | 2 | 0.124
xor gates and xnor gates | 35 | 1.79
Power and IR drop assume default switching activity.
